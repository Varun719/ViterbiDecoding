<file path="design/flow/run.sh">
#!/bin/bash
# OpenROAD 26Q1-2900-gdf79404cd8, Yosys 0.63+post, stock flow scripts
make -C /OpenROAD-flow-scripts/flow DESIGN_CONFIG=/design/flow/config.mk WORK_HOME=/design/flow/orfs finish
</file>
<file path="design/flow/config.mk">
export PLATFORM = sky130hd
export DESIGN_NAME = viterbidecoding
export DESIGN_NICKNAME = viterbidecoding
export VERILOG_FILES = /design/flow/design.v
export SDC_FILE = /design/flow/constraint.sdc
export NUM_CORES = 4
export LEC_CHECK = 1
export CORE_AREA = 10 10 80 80
export DIE_AREA = 0 0 90 90
</file>
<file path="design/flow/constraint.sdc">
current_design viterbidecoding

set clk_period 2.1
set clk_io_pct 0.2

create_clock -name clk0 -period $clk_period [get_ports {clk}]

set non_clock_inputs [all_inputs -no_clocks]
set_input_delay [expr $clk_period * $clk_io_pct] -clock clk0 $non_clock_inputs
set_output_delay [expr $clk_period * $clk_io_pct] -clock clk0 [all_outputs]
</file>
<file path="design/flow/design.v">
module viterbidecoding (
    input wire clk,       
    input wire reset,     
    input wire in,        
    output reg [5:4] a1recieved_out, a2recieved_out,
    output reg [3:2] a3recieved_out, a4recieved_out, b3recieved_out, b4recieved_out,
    output reg [1:0] a5recieved_out, a6recieved_out, c5recieved_out, c6recieved_out,
    output reg [1:0] d5recieved_out, d6recieved_out, b5recieved_out, b6recieved_out,
    output reg [5:0] final_output
);
    reg [5:0] expected_out = 6'b010000;
    parameter a = 2'b00, b = 2'b01, c = 2'b10, d = 2'b11;
    reg [1:0] cst, nst;
    reg [3:0] x, y, z, w, p, q, r, s, t, u, v, v1, e, f;
    always @(posedge clk or posedge reset) begin
        if (reset) begin
            cst <= a;
            a1recieved_out <= 2'b00;
            a2recieved_out <= 2'b00;
            a3recieved_out <= 2'b00;
            a4recieved_out <= 2'b00;
            a5recieved_out <= 2'b00;
            a6recieved_out <= 2'b00;
            b3recieved_out <= 2'b00;
            b4recieved_out <= 2'b00;
            b5recieved_out <= 2'b00;
            b6recieved_out <= 2'b00;
            c5recieved_out <= 2'b00;
            c6recieved_out <= 2'b00;
            d5recieved_out <= 2'b00;
            d6recieved_out <= 2'b00;
            final_output <= 6'b000000;
        end else begin
            case (cst)
                a: begin
                    if (in == 0) begin
                        nst = a;
                        a1recieved_out = 2'b01;
                        a3recieved_out = 2'b10;
                        a5recieved_out = 2'b11;
                    end else begin
                        nst = b;
                        a2recieved_out = 2'b11;
                        a4recieved_out = 2'b10;
                        a6recieved_out = 2'b01;
                    end
                end
                b: begin
                    if (in == 0) begin
                        nst = c;
                        b3recieved_out = 2'b10;
                        b5recieved_out = 2'b01;
                    end else begin
                        nst = d;
                        b4recieved_out = 2'b11;
                        b6recieved_out = 2'b10;
                    end
                end
                c: begin
                    if (in == 0) begin
                        nst = a;
                        c5recieved_out = 2'b01;
                    end else begin
                        nst = b;
                        c6recieved_out = 2'b11;
                    end
                end
                d: begin
                    if (in == 0) begin
                        nst = c;
                        d5recieved_out = 2'b10;
                    end else begin
                        nst = d;
                        d6recieved_out = 2'b01;
                    end
                end
            endcase
            cst <= nst;
            x = (expected_out[5] ^ a1recieved_out[5]) + (expected_out[4] ^ a1recieved_out[4]);
            y = (expected_out[5] ^ a2recieved_out[5]) + (expected_out[4] ^ a2recieved_out[4]);
            z = (expected_out[3] ^ a3recieved_out[3]) + (expected_out[2] ^ a3recieved_out[2]);
            w = (expected_out[3] ^ a4recieved_out[3]) + (expected_out[2] ^ a4recieved_out[2]);
            p = (expected_out[1] ^ a5recieved_out[1]) + (expected_out[0] ^ a5recieved_out[0]);
            q = (expected_out[1] ^ a6recieved_out[1]) + (expected_out[0] ^ a6recieved_out[0]);
            r = (expected_out[3] ^ b3recieved_out[3]) + (expected_out[2] ^ b3recieved_out[2]);
            s = (expected_out[3] ^ b4recieved_out[3]) + (expected_out[2] ^ b4recieved_out[2]);
            t = (expected_out[1] ^ b5recieved_out[1]) + (expected_out[0] ^ b5recieved_out[0]);
            u = (expected_out[1] ^ b6recieved_out[1]) + (expected_out[0] ^ b6recieved_out[0]);
            v = (expected_out[1] ^ c5recieved_out[1]) + (expected_out[0] ^ c5recieved_out[0]);
            v1 = (expected_out[1] ^ c6recieved_out[1]) + (expected_out[0] ^ c6recieved_out[0]);
            e = (expected_out[1] ^ d5recieved_out[1]) + (expected_out[0] ^ d5recieved_out[0]);
            f = (expected_out[1] ^ d6recieved_out[1]) + (expected_out[0] ^ d6recieved_out[0]);
            final_output = {x, y, z, w, p, q};
        end
    end
endmodule
</file>
==> results.yml <==
# implementation run metrics
status:
  outcome: "finished clean"
layout:
  mostFrequentLayoutCells: "clkdlybuf4s50_1, dfrtp_1, conb_1"
  synthToLayoutAreaGrowth_pct: 35.9
  regArea_sq_um: 502
  drive_above_1_share: 0.0632
  finalCoreUtilization: 0.248
  combGateArea_sq_um: 255
  final_cells: 162
  lay_top_count: "clkdlybuf4s50_1"
  fillCellCount: 483
final_timing:
  finClkSkew_ps: 1.72
  setup_viol: 0
  finalHoldViolations: 0
  period_used_share: 0.738
  rsz0062_at_grt: "no"
  timing.final.crit_period_ps: 1550
  tightestPinTransition_ps: 715
  slew_viol_final: 0
  fin_setup_tns_ps: 0
  max-slew-margin-rel: 0.523
  hold_ws_ps: 459
  max_freq_mhz: 645
synth:
  synthesis.area_sq_um: 863
  ys_ff: 20
  yosysCellCount: 74
  syn_avg_cell_area_sq_um: 11.7
  ys_area_sq_um: 863
  synth_seq_share: 0.581
  synthCells: 74
  synth.distinct_cells: 18
  yosysWarningCount: 1
setup_path:
  cp_num_buf_inv: 1
  crit_family: "buffers and inverters"
  path_cells: "clkdlybuf4s50_1"
  crit_type: "flop to output pin"
  worst-path-max-fanout: 4
  cp.arrival_ps: 1130
  end_kind: "output pin"
  start_kind: "flop"
  cp_slowest_cell: "clkdlybuf4s50_1"
  slowest_delay_ps: 490
  required_ps: 1680
place:
  hpwl_mm: 1.45
  port_buffers: 25
  gp_congestion: 0.756
  dp_cells: 158
floorplanning:
  rows: 25
  die_area_sq_um: 8100
  core-area_sq_um: 4720
  fp.dieH_microns: 90
  fp_util: 0.183
  pin_count: 37
  fp.dieW_microns: 90
drt:
  viasPerCell: 3.33
  remaining_drc_errors: 0
  vias: 540
  wl_mm: 1.82
  dr.first_iter.drc_count: 32
  antennaDiodeCount: 0
  final_antenna_net_count: 0
  wl_per_cell_microns: 11.3
  drt_pass1_iterations: 4
clock_tree:
  cts_htree_levels: 1
  cts.sinks: 20
  cts_made_buffers: 3
  hold_buffers: 0
  root_buffer: "clkbuf_8"
  cts_tree: "done"
  post_cts_buffers: 0
  cts-resized-gates: 0
  clk_pin_slew_ps: 70
  cts_max_path_buffers: 2
  clock_latency_ps: 250
power_and_ir_drop:
  finalPower_w: 0.000834
  ir_drop_mv: 0.360
  p_leak_nw: 0.461
  power_density_nw_per_um2: 710
global_routing:
  gr-total-overflow: 0
  grt.total_usage: 0.0440
  antenna_found_initial: 0
  grt_max_degree: 21
  grt_pass1_wl_mm: 2.91
  grt_pass1_vias: 568
job:
  warnings: 25
  cap_viol_max_count: 0
min_path:
  hp-class: "flop to flop"
[through the flow]
step	setup slack, ps	area, sq um
CTS	523	1170
floorplan	772	901
detailed placement	443	1100
finish	550	1170
global route	438	1170
global placement	482	1100
[registers in the layout (all words and copies together) (netlist names)]
name	flops
d5recieved_out	1
a6recieved_out	2
b3recieved_out	1
cst	4
a5recieved_out	2
d6recieved_out	1
a2recieved_out	1
b4recieved_out	1
a1recieved_out	1
c6recieved_out	1
c5recieved_out	1
final_output	4
[cell usage after synthesis]
master	number	area share
inv_1	1	0.0043
o21bai_1	2	0.017
nor4_1	1	0.0073
a21boi_0	1	0.0087
nand2b_1	4	0.029
nor2_1	3	0.013
dfrtp_1	19	0.55
and3b_1	1	0.010
nand2_1	4	0.017
buf_4	18	0.16
or3_1	1	0.0073
buf_2	1	0.0058
conb_1	1	0.0043
a21o_1	9	0.078
dfstp_2	1	0.030
ha_1	2	0.029
nor2b_1	1	0.0073
nor3_1	4	0.023
[worst paths after layout]
| path | to | slack (ps) | cells after the start | start |
|---|---|---|---|---|
| max in group asynchronous | cst[2]$_DFF_PP0_ | 1060 | 2 | reset |
| min | c5recieved_out[0]$_DFFE_PP0P_ | 460 | 1 | c5recieved_out[0]$_DFFE_PP0P_ |
| max | a4recieved_out[3] | 550 | 1 | a2recieved_out[4]$_DFFE_PP0P_ |
| min in group asynchronous | a6recieved_out[1]$_DFF_PP0_ | 590 | 2 | reset |
| min reg2reg | c5recieved_out[0]$_DFFE_PP0P_ | 460 | 1 | c5recieved_out[0]$_DFFE_PP0P_ |
| max reg2reg | final_output[0]$_DFF_PP0_ | 560 | 3 | cst[1]$_DFF_PP0_ |
[where the power goes]
part,internal [W],switching [W],total [W]
clock network,0.000254,0.000121,0.000375
registers,0.000392,0.0000119,0.000404
logic,0.0000192,0.0000345,0.0000537
[kinds of logic (layout without fill, tap and decap cells)]
group | Yosys count | after routing | synth area share
compound gates | 12 | 12 | 0.104
fa+ha+maj | 2 | 2 | 0.0290
buf+inv | 20 | 31 | 0.167
flops | 20 | 20 | 0.581
other cells | 1 | 11 | 0.00434
simple gates | 19 | 19 | 0.114
[final cells by class]
type                            count  share of cell area
Tap cell                           67              0.0714
Inverter                            1             0.00320
Clock buffer                        3              0.0352
Multi-Input combinational cell     44               0.217
Timing Repair Buffer               26               0.220
Clock inverter                      1              0.0256
Sequential cell                    20               0.428
[routing by layer]
| layer | track usage | share of wire | routed length (microns) | vias up |
|---|---|---|---|---|
| met4 | 0.00133 | 0 | 0 | 0 |
| met2 | 0.0672 | 0.45 | 829 | 22 |
| met5 | 0 | 0 | 0 | - |
| met1 | 0.0567 | 0.46 | 833 | 260 |
| met3 | 0.0243 | 0.088 | 161 | 0 |
| li1 | - | - | - | 258 |
No activity file was given, so power comes from the tool's default toggle rates.
